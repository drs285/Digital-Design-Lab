`flow/run.sh`:
```
#!/bin/bash
# OpenROAD 26Q1-2900-gdf79404cd8, Yosys 0.63+post, stock flow scripts
make -C /OpenROAD-flow-scripts/flow DESIGN_CONFIG=/design/flow/config.mk WORK_HOME=/design/flow/orfs finish
```
`flow/config.mk`:
```
export PLATFORM = sky130hd
export DESIGN_NAME = carry_skip_adder
export DESIGN_NICKNAME = carry_skip_adder
export VERILOG_FILES = /design/flow/design.v
export SDC_FILE = /design/flow/constraint.sdc
export NUM_CORES = 4
export LEC_CHECK = 1
export CORE_AREA = 10 10 89 89
export DIE_AREA = 0 0 99 99
```
`flow/constraint.sdc`:
```
current_design carry_skip_adder

set clk_period 2.4
set clk_io_pct 0.2

create_clock -name clk0 -period $clk_period

set non_clock_inputs [all_inputs -no_clocks]
set_input_delay [expr $clk_period * $clk_io_pct] -clock clk0 $non_clock_inputs
set_output_delay [expr $clk_period * $clk_io_pct] -clock clk0 [all_outputs]
```
`flow/design.v`:
```
`timescale 1ns / 1ps
module full_skip_adders(A,B,C,S,S0,C_out);
input A,B,C;
output S,S0,C_out;
wire C1,C2;
assign #10 S0=A^B;
assign #5 C1=A&B;
assign #10 S=S0^C;
assign #5 C2=S0&C;
assign #5 C_out=C2|C1;
endmodule
module skip_adder(A,B,C0,S,carry);
input [3:0]A,B;
input C0;
output [3:0]S;
output carry;
wire [3:0] P;
wire C1,C2,C3,C4,PS;
full_skip_adders FSAa(A[0],B[0],C0,S[0],P[0],C1);
full_skip_adders FSAb(A[1],B[1],C1,S[1],P[1],C2);
full_skip_adders FSAc(A[2],B[2],C2,S[2],P[2],C3);
full_skip_adders FSAd(A[3],B[3],C3,S[3],P[3],C4);
assign #5 PS=P[0]&P[1]&P[2]&P[3];
mux Ms(C4,C0,PS,carry);
endmodule
module carry_skip_adder(A,B,S,C);
input [31:0] A,B;
output [31:0] S;
output C;
reg C0=1'b0;
wire C1,C2,C3,C4,C5,C6,C7;
skip_adder SA1(A[3:0],B[3:0],C0,S[3:0],C1);
skip_adder SA2(A[7:4],B[7:4],C1,S[7:4],C2);
skip_adder SA3(A[11:8],B[11:8],C2,S[11:8],C3);
skip_adder SA4(A[15:12],B[15:12],C3,S[15:12],C4);
skip_adder SA5(A[19:16],B[19:16],C4,S[19:16],C5);
skip_adder SA6(A[23:20],B[23:20],C5,S[23:20],C6);
skip_adder SA7(A[27:24],B[27:24],C6,S[27:24],C7);
skip_adder SA8(A[31:28],B[31:28],C7,S[31:28],C);
endmodule
`timescale 1ns / 1ps
module mux(S0,S1,W0,W1,W2,W3,F);
input S0,S1,W0,W1,W2,W3;
output F;
assign F=S1?(S0?W3:W2):(S0?W1:W0);
endmodule
module barrel_shifter(S0,S1,W,Y);
input [3:0] W;
input S0,S1;
output [3:0] Y;
mux M1(S0,S1,W[3],W[0],W[1],W[2],Y[3]);
mux M2(S0,S1,W[2],W[3],W[0],W[1],Y[2]);
mux M3(S0,S1,W[1],W[2],W[3],W[0],Y[1]);
mux M4(S0,S1,W[0],W[1],W[2],W[3],Y[0]);
endmodule
```
==> run notes <==
yosys + openroad results -> Cells after Synth 70, crit end category output port, Final Wtd Congestion 0.746, post-route ant nets 0, Post-Place Setup Slack -771 ps, hold worst-path end S[22], fmax 0.425 GHz, CTS hold repair buffers 0, outcome finished clean, CP Cell Sequence buf_6 -> and2_4 -> fa_2 -> fa_2 -> xor3_1 -> buf_2, Ant. Diodes 0, Tcrit/Tclk final 98.0%, wire length per cell 12.6 µm, synth unique cells 8, max incr delay on CP 350 ps, leakage power 0.710 nW, die footprint 9800 µm², GRT Resource Usage Total 5.19%, setup TNS 0 ps, Worst Hold Class in2out, CP arrival 1870 ps, yosys stat chip area 831 µm², slowest cell on the critical path fa_2, switch share 25.1%, Post-Route WL 2620 µm, vias 617, Die Y 99 µm, register share after synthesis 0%, Die Span X 99 µm, layout cells sized above 1 33.1%, ys cells 70, row count 28, DRT Pass-1 Iters 3, flip-flops 0, VDD IR max 57.3 µV, final max-slew violation count 0, Synth warnings 9, initial antenna violation count 0, FP Core Util 13.9%, Int Pwr 0.221 mW, OpenROAD warnings 33, Final Hold Viols 0, setup repair bufs after CTS 0, Final WS setup 47.3 ps, RSZ-0062 raised after global routing no, CP Max Fanout 1, hold path start B[21], vias in the first global route 759, vias per std cell 2.97, Worst EP required 1920 ps, first-pass GRT wire length 4110 µm, worst hold stages 4, average size of a mapped cell 11.9 µm², Seq. cell area 0 µm², largest net degree at the start of global routing 2, # IOs 97, IO buf count 89, crit path time final 2350 ps, grt ovf 0, CP dominant cell by count fa_2, Final setup viols 0, layout clock buffer count 0, Seq pwr share 0%, pwr/cell area 190 nW/µm², Psw 0.0741 mW, Logic pwr share 100.0%, Clock Power Share 0%, area grow syn2layout 87.2%, Mapped Area 831 µm², DP Wirelength 2610 µm, core footprint 5990 µm², # Max-Cap Violations 0, DRC viols 0, critical path class in2out, Worst Setup Start Kind input pin, DR iter-0 viols 5
timing repair:
action / 4_1_cts / 5_1_grt
gates resized: 120 / 1
endpoints found under the setup margin: 24 / 9
pin swaps: 32 / 11
cells in the final DEF, fill, tap and decap left out, drive strengths merged:
| cell | count |
|---|---|
| dlygate4sd2 | 23 |
| ha | 1 |
| conb | 8 |
| fa | 16 |
| dlymetal6s2s | 1 |
| buf | 19 |
| inv | 4 |
| clkdlybuf4s15 | 5 |
| and2 | 6 |
| xor3 | 8 |
| clkdlybuf4s50 | 41 |
| nand2 | 1 |
final cells by class:
type                       instances  area (µm²)
multi-input combinational         40         652
tap                               75        93.8
timing repair buffer              89         795
inverter                           4        15.0
fill                             630        4440
cell usage after synthesis, drive strengths merged:
library cell | n | share of area, %
nand2 | 1 | 0.45
conb | 1 | 0.45
fa | 16 | 39
ha | 1 | 1.5
buf | 33 | 30
xor3 | 8 | 23
and2 | 6 | 4.5
inv | 4 | 1.8
metal layers:
layer / wire [µm] / vias up / global-route usage [%]
met5: 0 / - / 0
met4: 0 / 0 / 0
met3: 226 / 0 / 1.76
met2: 1620 / 29 / 10.4
met1: 774 / 289 / 5.29
li1: - / 299 / -
critical path: cells and delay by family:
family	cells	cell delay [ps]
buffers and inverters	2	210
adder cells (fa/ha/maj)	2	700
AND/OR/NAND/NOR	1	150
XOR/XNOR	1	340
stage by stage:
step	area [µm²]	util [%]	total power, mW	cells	hold WS [ps]
detailed placement	1590	26.6	0.357	208	1960
finish	1560	26.0	0.295	208	1560
floorplan	857	-	0.180	77	1130
CTS	1550	25.9	0.312	208	1640
global route	1560	26.0	0.336	208	1610
global placement	1590	26.6	0.355	208	1960
power groups by stage:
| stage | registers, mW | logic [mW] | clock network (mW) |
|---|---|---|---|
| 6_report | 0 | 0.295 | 0 |
| 4_1_cts | 0 | 0.312 | 0 |
| 5_1_grt | 0 | 0.336 | 0 |
kinds of logic after synthesis:
logic type    Yosys count  synth area share, %
simple gates            7                 4.97
fa+ha+maj              17                 40.1
other cells             1                0.451
xor+xnor                8                 22.9
buf+inv                37                 31.6
worst max-delay path by stage:
stage,from,end,slack [ps],cells after the start
4_1_cts,B[8],S[11],-0.4,6
5_1_grt,B[16],S[19],0.3,6
6_report,B[24],S[27],50,6
Power figures rest on the tool's default switching activity, not on a simulated workload.
