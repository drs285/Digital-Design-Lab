**flow/run.sh**
```bash
#!/bin/bash
# OpenROAD 26Q1-2900-gdf79404cd8, Yosys 0.63+post, stock flow scripts
make -C /OpenROAD-flow-scripts/flow DESIGN_CONFIG=/design/flow/config.mk WORK_HOME=/design/flow/orfs finish
```
**flow/design.v**
```verilog
`timescale 1ns / 1ps
module full_adder(A,B,C,sum,carry);
input A,B,C;
output sum,carry;
wire S1,C1,C2;
assign S1=A^B;
assign C1=A&B;
assign sum=S1^C;
assign C2=S1&C;
assign carry=C1|C2;
endmodule
module four_bit_adder(A,B,S,Carry);
input [3:0] A,B;
output [3:0] S;
output Carry;
reg C0=1'b0;
wire C1,C2,C3;
full_adder FA1(A[0],B[0],C0,S[0],C1);
full_adder FA2(A[1],B[1],C1,S[1],C2);
full_adder FA3(A[2],B[2],C2,S[2],C3);
full_adder FA4(A[3],B[3],C3,S[3],Carry);
endmodule
module bcd_adder(A,B,S,C);
input [3:0] A,B;
output [3:0] S;
output C;
wire [3:0] Z,X;
wire K;
four_bit_adder FBA1(A,B,Z,K);
assign C=K|(Z[3]&Z[2])|(Z[3]&Z[1]);
assign X[0]=1'b0; assign X[1]=C; assign X[2]=C; assign X[3]=1'b0;
four_bit_adder FBA2(X,Z,S);
endmodule
`timescale 1ns / 1ps
module tens_complement(A,X);
input [3:0] A;
output [3:0] X;
assign X[3]=~(A[3]|A[2]) & ~(A[1]&A[0]);
assign X[2]=A[2]^(A[1]&A[0]);
assign X[1]=~(A[1]^A[0]);
assign X[0]=A[0];
endmodule
module bcd_subtractor(A,B,S);
input [3:0] A,B;
output [3:0] S;
wire [3:0] B_comp,Z,Z_comp;
wire C;
tens_complement TC1(B,B_comp);
bcd_adder BCDA2(A,B_comp,Z,C);
tens_complement TC2(Z,Z_comp);
assign S=C?Z:Z_comp;
endmodule
```
**flow/constraint.sdc**
```tcl
current_design bcd_subtractor

set clk_period 3.8
set clk_io_pct 0.2

create_clock -name clk0 -period $clk_period

set non_clock_inputs [all_inputs -no_clocks]
set_input_delay [expr $clk_period * $clk_io_pct] -clock clk0 $non_clock_inputs
set_output_delay [expr $clk_period * $clk_io_pct] -clock clk0 [all_outputs]
```
**flow/config.mk**
```make
export PLATFORM = sky130hd
export DESIGN_NAME = bcd_subtractor
export DESIGN_NICKNAME = bcd_subtractor
export VERILOG_FILES = /design/flow/design.v
export SDC_FILE = /design/flow/constraint.sdc
export NUM_CORES = 4
export LEC_CHECK = 1
export CORE_AREA = 10 10 70 70
export DIE_AREA = 0 0 80 80
```
==> Changelog: implementation <==
### Metrics

* Status: finished with violations
* Failing checks: negative setup slack
* Total gr overflow at 0
* Switching power at 72.3 uW
* Post-synthesis to final-layout area growth at 91.5%
* Crit path DRT at 3.04 ns
* Clock Power Share at 0
* Post-synth seq share at 0
* Sw Share at 0.420
* Via-per-instance ratio at between 2 and 3
* Hold Path Origin: A[0]
* Critical Path AT at 3.36 ns
* Yosys cell count at 27
* Total track usage at 0.0232
* Max VDD drop at ~100 uV
* Logic area at 295 sq um
* Max-cap violations at 0
* Number of DRC markers in iteration 0 at 2
* Max Clock Freq at 243 MHz
* Post-layout worst setup margin at -0.323 ns
* Setup CP Type: in -> out
* Detailed Place HPWL at about 600 microns
* Rows at 21
* Yosys chip area at 264 sq um
* Chip area at between 0.006 and 0.007 sq mm
* Final Hold Violating Endpoints at 0
* Final setup fails at 3
* Drt wl/cell at 7.67 microns
* Reg power frac at 0
* Hold_buf cts at 0
* Cells on Worst Hold Path at 5
* Initial Util at 0.0773
* Largest net degree at the start of global routing at 4
* Die height at roughly 80 microns
* Fill cells at 394
* First-pass GRT wire length at 1.26 mm
* Int Power at 99.8 uW
* Post-place setup slack at -1.19 ns
* Min Tclk post-route at 4.12 ns
* Ys Warns at 1
* Total wire length at 667 microns
* Die Width at ~80 microns
* Hold_ws at 2.11 ns
* Port bufs at 12
* Total negative slack at -0.626 ns
* Relative slew margins at 0.801
* Syn Area/Cell at 9.78 sq um
* DRT Pass-1 Iters at 3
* Log Warnings at 35
* Final Slew Violations at 0
* Vias in the first global route at 290
* Antenna Cells at 0
* Post-synthesis cell count at 27
* Power per cell area at 341 mW/mm^2
* GPL Wtd Cong at 0.724
* Hold Crit Class: in -> out
* Storage cell area at 0 sq um
* Tot Pwr at 172 uW
* Post-synth cell types at 13
* Vias at 221
* Logic pwr share at 1.000
* Synthesized area at approximately 260 sq um
* Critical Path Source Type: input port
* Placeable Area at approximately 0.0034 sq mm
* Worst Path Max Fanout at 2
* ANT nets after route at 0
* Tcrit/Tclk final at 1.09
* # clk buffers at 0
* # IOs at 12
* Initial antenna violation count at 0
* Hold EP: S[1]
* Slew @ Worst Pin at 0.296 ns
* Postcts setup bufs at 0
* Registers at 0
* RSZ-0062 raised after global routing: true
* Leak Pwr at about 0.00020 uW
* Share of cells above drive strength 1 at 0.634
* CP endpoint kind: output pin
* DRC errors left at 0
placed cells by master, fill, tap and decap left out:
| master | instances |
|---|---|
| nand3b_1 | 1 |
| a21oi_4 | 1 |
| a21oi_1 | 1 |
| buf_4 | 3 |
| inv_1 | 2 |
| nand2b_4 | 1 |
| buf_8 | 1 |
| ha_4 | 3 |
| nor3_1 | 1 |
| inv_2 | 5 |
| ha_2 | 1 |
| nand2b_1 | 1 |
| buf_6 | 1 |
| fa_2 | 4 |
| dlygate4sd2_1 | 2 |
| mux2i_1 | 2 |
| buf_2 | 4 |
| clkdlybuf4s50_1 | 4 |
| xor2_2 | 2 |
| xnor2_1 | 1 |
per-layer routing:
metal	track usage	up-vias	part of all wire
met5	0	-	0
met4	0	0	0
met3	0.00682	0	0.076
met2	0.0305	12	0.28
met1	0.0375	99	0.64
li1	-	110	-
cell families (layout without fill, tap and decap cells):
logic type / count (synthesis) / after routing / share of synthesized area
buf+inv: 8 / 22 / 0.128
xor+xnor: 3 / 3 / 0.0995
fa+ha+maj: 8 / 8 / 0.493
simple gates: 4 / 4 / 0.123
mux: 2 / 2 / 0.0758
compound gates: 2 / 2 / 0.0806
how the worst max path moves through the flow:
| stage | startpoint | end | slack [ns] | cells past startpoint |
|---|---|---|---|---|
| 5_1_grt | B[0] | S[3] | -0.42 | 14 |
| 4_1_cts | B[0] | S[3] | -0.48 | 15 |
| 6_report | B[0] | S[3] | -0.32 | 14 |
worst max-delay path: stages:
cell,delay [ns]
buf_8,0.10
ha_4,0.25
fa_2,0.19
inv_2,0.04
fa_2,0.33
fa_2,0.57
a21oi_4,0.07
inv_2,0.06
ha_4,0.12
inv_2,0.03
fa_2,0.53
nand3b_1,0.07
mux2i_1,0.13
buf_2,0.11
final cells by class:
class / count / area share
Tap cell: 46 / 0.114
Multi-Input combinational cell: 19 / 0.584
Timing Repair Buffer: 15 / 0.250
Inverter: 7 / 0.0520
synth_stat cells, types with 2 or more instances:
cell | count | area, sq um
xor2_1 | 2 | 17.5
mux2i_1 | 2 | 20.0
inv_1 | 7 | 26.3
ha_1 | 4 | 50.1
fa_1 | 4 | 80.1
power groups by stage:
stage	Clock, uW	Sequential [uW]	Combinational (uW)
after CTS	0	0	169
after global routing	0	0	196
final	0	0	172
timing repair:
item / 4_1_cts / 5_1_grt
endpoints found under the setup margin: 3 / 3
pin swaps: 9 / 5
gates resized: 36 / 2
stage by stage:
stage | utilization | cell area (sq um) | cells
floorplan | - | 284 | 27
global placement | 0.140 | 477 | 87
detailed placement | 0.140 | 477 | 87
CTS | 0.145 | 494 | 87
global route | 0.148 | 505 | 87
finish | 0.148 | 505 | 87
Power figures rest on the tool's default switching activity, not on a simulated workload.
